==> flow/run.sh <==
#!/bin/bash
# OpenROAD 26Q1-2900-gdf79404cd8, Yosys 0.63+post, stock flow scripts
make -C /OpenROAD-flow-scripts/flow DESIGN_CONFIG=/design/flow/config.mk WORK_HOME=/design/flow/orfs finish
==> flow/config.mk <==
export PLATFORM = sky130hd
export DESIGN_NAME = framebuffer_writer
export DESIGN_NICKNAME = framebuffer_writer
export VERILOG_FILES = /design/flow/design.v
export SDC_FILE = /design/flow/constraint.sdc
export NUM_CORES = 4
export LEC_CHECK = 1
export CORE_UTILIZATION = 30
==> flow/constraint.sdc <==
current_design framebuffer_writer

set clk_period 2.2
set clk_io_pct 0.2

create_clock -name clk0 -period $clk_period [get_ports {i_clk}]

set non_clock_inputs [all_inputs -no_clocks]
set_input_delay [expr $clk_period * $clk_io_pct] -clock clk0 $non_clock_inputs
set_output_delay [expr $clk_period * $clk_io_pct] -clock clk0 [all_outputs]
==> flow/design.v <==
`default_nettype none
module framebuffer_writer (
    input  wire         i_clk,
    input  wire         i_rst_n,
    input  wire [ 7: 0] i_command,
    input  wire         i_command_latch,
    input  wire [ 7: 0] i_param,
    input  wire         i_param_latch,
    input  wire [15: 0] i_rgb565,
    input  wire         i_rgb565_latch,
    output wire [17: 0] o_write_address,
    output wire [15: 0] o_write_data,
    output wire         o_write_enable
);
    wire   command_2c_latch;
    assign command_2c_latch = i_command_latch & ((i_command == 8'h2c) ? 1'b1 : 1'b0);
    reg [5:0] rgb565_latch_delay;
    always @(posedge i_clk) begin
        if (!i_rst_n) begin
            rgb565_latch_delay <= 6'd0;
        end
        else begin
            rgb565_latch_delay <= {rgb565_latch_delay[4:0], i_rgb565_latch};
        end
    end
    wire   rgb565_latch_delayed;
    assign rgb565_latch_delayed = rgb565_latch_delay[5];
    reg [17: 0] write_addr;
    always @(posedge i_clk) begin
        if (!i_rst_n) begin
            write_addr <= 18'd0;
        end
        else begin
            if (command_2c_latch) begin
                write_addr <= 18'd0;
            end
            else begin
                if (rgb565_latch_delayed) begin
                    write_addr <= write_addr + 18'd1; 
                end
                else begin
                    write_addr <= write_addr;  
                end
            end
       end
    end
    reg [15: 0] rgb565_delayed;
    always @(posedge i_clk) begin
        if (!i_rst_n) begin
            rgb565_delayed <= 16'h0000;
        end
        else begin
            rgb565_delayed <= i_rgb565;
       end
    end
    assign o_write_address = write_addr;
    assign o_write_data    = rgb565_delayed;
    assign o_write_enable  = rgb565_latch_delay[0];
endmodule
`default_nettype wire
==> impl_metrics.tcl <==
# flow metrics
set metrics [dict create \
    status "finished clean" \
    drt_iter0_markers 77 \
    yosys_warnings 1 \
    top_cell "dfxtp_1" \
    post_cts_buffers 0 \
    viasPerCell 4.52 \
    grt_pass1_vias 1142 \
    dpl_cell_area_sq_um 2110 \
    period_used_share 0.779 \
    routabilityCongestion 0.738 \
    root_buffer "clkbuf_8" \
    clkLatencyLatePin_ps 280 \
    r2r_slack_ps 490 \
    design_area_sq_um 2200 \
    htreeDepth 2 \
    coreArea_sq_um 4470 \
    vias 1184 \
    num_antenna_cells 0 \
    wl_per_cell_um 10.9 \
    async_flop_share 0 \
    seq_area_sq_um 801 \
    clockBufferDepth 2 \
    final_cells 262 \
    fmax_mhz 583 \
    dp.cells 254 \
    routed_wirelength_mm 2.87 \
    tns_ps 0 \
    hold_violations 0 \
    hold_buffers 0 \
    grt_antenna_before_repair 0 \
    grt_usage 0.124 \
    cts_buffers 5 \
    critPathKind "reg2reg" \
    endpoint_kind "flop" \
    leakagePower_uw 0.000782 \
    ys_chip_area_sq_um 1430 \
    rr_endpoint "write_addr[17]$_SDFFE_PP0P_" \
    cts_resized 0 \
    clock_sinks 40 \
    hold_class "reg2reg" \
    cp.required_ps 2420 \
    fp_util 0.319 \
    syn_avg_cell_area_sq_um 10.0 \
    common_cells "dfxtp_1 (40), and2_1 (22), nor2_1 (20)" \
    synth_flops 40 \
    top_cells_by_area "dfxtp_1 (56%), and2_1 (9.7%), xnor2_1 (8.0%), nor2_1 (5.3%), nor4_1 (2.6%)" \
    r2r-start "write_addr[0]$_SDFFE_PP0P_" \
    area.combinational_sq_um 596 \
    fill_cells 402 \
    power.density_nw_per_um2 605 \
    synth_seq_share 0.562 \
    die_h_um 70.9 \
    total_power_uw 1330 \
    grt_pass1_wl_mm 4.89 \
    top_area_frac 0.562 \
    drtAntennaViolNets 0 \
    synthesis.area_sq_um 1430 \
    tightest_slew_ps 356 \
    drc 0 \
    yosys_cells 142 \
    ys_types 24 \
    worstPathMaxFanout 7 \
    dp_hpwl_mm 2.08 \
    die_x_um 70.9 \
    drive_gt1_frac 0.0524 \
    grt_max_degree 23 \
    worstSetupStartpointType "flop" \
    ff_type "dfxtp_1" \
    ff2ff_path_depth 4 \
    slew_viol_final 0 \
    holdPathStages 1 \
    fp.dieArea_sq_um 5030 \
    overflow 0 \
    top_level_ports 72 \
    cts_tree "built" \
    first_pass_iters 10 \
    areaGrowthSynthToFinish_pct 54.5 \
    yosys.area.top_type "dfxtp_1" \
    num_rows 24 \
    cp.arrival_ps 1930 \
    clk_pin_slew_ps 70 \
    edf_count 0 \
    max_slew_margin 0.761 \
    setup_viol 0 \
    vdd_drop_max_v 0.000343 \
    portBuffers 62 \
    period_minus_slack_ps 1710 \
    tool_warnings 34 \
    crit_end "write_addr[17]$_SDFFE_PP0P_" \
    rsz0062_at_grt "false" \
    synthCells 142 \
    clock_skew_ps 6.56 \
    startpoint "write_addr[0]$_SDFFE_PP0P_" \
    cap_violations 0 \
]
==> layout by cell type, fill, tap and decap left out, drive strengths merged <==
master and count:
a21oi 1, nor4 6, nand2 6, nand3 4, xor2 3, clkdlybuf4s50 62, nor3 4, clkbuf 8
mux2i 1, or2 2, buf 3, or4 1, nor4bb 1, dfxtp 40, xnor2 13, nor2 20
nand4 7, and2 22, inv 2, ha 1, o31ai 1, nand3b 1, o21ai 1
==> worst min path at each step <==
| stage | from | end |
|---|---|---|
| after CTS | rgb565_latch_delay[4]$_SDFF_PN0_ | rgb565_latch_delay[5]$_SDFF_PN0_ |
| after global routing | rgb565_latch_delay[4]$_SDFF_PN0_ | rgb565_latch_delay[5]$_SDFF_PN0_ |
| final | rgb565_latch_delay[4]$_SDFF_PN0_ | rgb565_latch_delay[5]$_SDFF_PN0_ |
==> per-stage QoR <==
| stage | utilization | setup slack, ps | hold slack (ps) |
|---|---|---|---|
| final | 0.492 | 486 | 430 |
| after global routing | 0.492 | 370 | 448 |
| after CTS | 0.492 | 462 | 441 |
| after detailed placement | 0.472 | 341 | 424 |
| after global placement | 0.472 | 354 | 421 |
| after floorplan | - | 620 | 412 |
==> sequential cells by signal (all words and copies together) (netlist names) <==
| signal | count |
|---|---|
| rgb565_latch_delay | 6 |
| rgb565_delayed | 16 |
| write_addr | 18 |
==> worst max-delay path, cell delays in order, from the launching register on <==
cell and delay (ps):
dfxtp_1 470, nand3_1 240, or2_0 290, or4_1 520, a21oi_1 150
==> kinds of logic after synthesis <==
| kind of cell | count (synthesis) | share of synthesized area |
|---|---|---|
| xor+xnor | 16 | 0.0983 |
| compound gates | 3 | 0.0123 |
| fa+ha+maj | 1 | 0.00878 |
| buf+inv | 7 | 0.0202 |
| flops | 40 | 0.562 |
| simple gates | 74 | 0.291 |
| mux | 1 | 0.00702 |
==> per-layer routing <==
layer	vias up	GRT usage	part of all wire
met2	55	0.186	0.42
met1	524	0.168	0.45
li1	600	-	-
met3	5	0.0621	0.11
met5	-	0	0
met4	0	0.0200	0.019
==> report_power, final <==
| group | switching (uW) | internal, uW | leakage, uW |
|---|---|---|---|
| Sequential | 5.12 | 742 | 0.000327 |
| Combinational | 21.2 | 79.4 | 0.000409 |
| Clock | 228 | 256 | 0.0000455 |
==> cell type report <==
class | count | share of cell area
repair buffers | 65 | 0.292
clock buffers | 8 | 0.0409
flip-flops and latches | 40 | 0.364
inverters | 2 | 0.00341
well taps | 52 | 0.0295
multi-input cells | 95 | 0.270
Power is estimated from default activity; no workload was simulated.
