[design.v]
`default_nettype none
module lcd_rx (
    input  wire         i_clk,
    input  wire         i_rst_n,
    input  wire         i_lcd_wr,
    input  wire         i_lcd_rs,
    input  wire         i_lcd_cs_n,
    input  wire         i_lcd_rst_n,
    input  wire [15: 0] i_lcd_data,
    output wire [ 7: 0] o_command,
    output wire         o_command_latch,
    output wire [ 7: 0] o_param,
    output wire         o_param_latch,
    output wire [15: 0] o_rgb565,
    output wire         o_rgb565_latch
);
    reg  [ 7: 0] lcd_command;
    reg lcd_wr_1d;
    reg lcd_rs_1d;
    reg lcd_cs_n_1d;
    always @(posedge i_clk) begin
        if (!i_rst_n) begin
            lcd_wr_1d   <= 1'b1;
            lcd_rs_1d   <= 1'b1;
            lcd_cs_n_1d <= 1'b1;
        end
        else begin
            lcd_wr_1d   <= i_lcd_wr;
            lcd_rs_1d   <= i_lcd_rs;
            lcd_cs_n_1d <= i_lcd_cs_n;
        end
    end
    wire   pedge_wr;
    assign pedge_wr   =  i_lcd_wr   & ~lcd_wr_1d;
    wire   pedge_cs_n;
    assign pedge_cs_n =  i_lcd_cs_n & ~lcd_cs_n_1d;
    wire   nedge_cs_n;
    assign nedge_cs_n = ~i_lcd_cs_n &  lcd_cs_n_1d;
    wire   command_2c;
    assign command_2c = (lcd_command == 8'h2c) ? 1'b1 : 1'b0;
    wire   command_latch;
    wire   param_latch;
    wire   rgb565_latch;
    assign command_latch = pedge_wr & ~lcd_rs_1d & ~lcd_cs_n_1d;
    assign param_latch   = pedge_wr &  lcd_rs_1d & ~lcd_cs_n_1d & ~command_2c;
    assign rgb565_latch  = pedge_wr &  lcd_rs_1d & ~lcd_cs_n_1d &  command_2c;
    always @(posedge i_clk) begin
        if (!i_lcd_rst_n || !i_rst_n) begin
            lcd_command <= 8'h00;
        end
        else begin
            if (command_latch) begin
                lcd_command <= i_lcd_data[7:0];
            end
            else begin
                lcd_command <= lcd_command;  
            end
        end
    end
    reg  [ 7: 0] lcd_param;
    always @(posedge i_clk) begin
        if (!i_lcd_rst_n || !i_rst_n) begin
            lcd_param <= 8'h00;
        end
        else begin
            if (param_latch) begin
                lcd_param <= i_lcd_data[7:0];
            end
            else begin
                lcd_param <= lcd_param;  
            end
        end
    end
    reg [15: 0] lcd_rgb565;
    always @(posedge i_clk) begin
        if (!i_lcd_rst_n || !i_rst_n) begin
            lcd_rgb565 <= 16'h0000;
        end
        else begin
            if (rgb565_latch) begin
                lcd_rgb565 <= i_lcd_data;
            end
            else begin
                lcd_rgb565 <= lcd_rgb565;  
            end
        end
    end
    reg command_latch_1d;
    always @(posedge i_clk) begin
        if (!i_lcd_rst_n || !i_rst_n) begin
            command_latch_1d <= 1'b0;
        end
        else begin
            command_latch_1d <= command_latch;  
        end
    end
    reg param_latch_1d;
    always @(posedge i_clk) begin
        if (!i_lcd_rst_n || !i_rst_n) begin
            param_latch_1d <= 1'b0;
        end
        else begin
            param_latch_1d <= param_latch;  
        end
    end
    reg rgb565_latch_1d;
    always @(posedge i_clk) begin
        if (!i_lcd_rst_n || !i_rst_n) begin
            rgb565_latch_1d <= 1'b0;
        end
        else begin
            rgb565_latch_1d <= rgb565_latch;  
        end
    end
    assign o_command       = lcd_command;
    assign o_command_latch = command_latch_1d;
    assign o_param         = lcd_param;
    assign o_param_latch   = param_latch_1d;
    assign o_rgb565        = lcd_rgb565;
    assign o_rgb565_latch  = rgb565_latch_1d;
endmodule
`default_nettype wire
`default_nettype none
module lcd_rx_if (
    input  wire         i_clk,
    input  wire         i_rst_n,
    input  wire         i_lcd_wr_async,
    input  wire         i_lcd_rs_async,
    input  wire         i_lcd_cs_n_async,
    input  wire         i_lcd_rst_n_async,
    input  wire [15: 0] i_lcd_data_async,
    output wire [ 7: 0] o_command,
    output wire         o_command_latch,
    output wire [ 7: 0] o_param,
    output wire         o_param_latch,
    output wire [15: 0] o_rgb565,
    output wire         o_rgb565_latch
);
    wire [15: 0] lcd_data;
    wire         lcd_wr;
    wire         lcd_rs;
    wire         lcd_cs_n;
    wire         lcd_rst_n;
    synchronizer #(
        .WIDTH(4),
        .INIT(4'b1111)
    ) u_sync_lcd_ctrl(
        .i_clk(i_clk),
        .i_rst_n(i_rst_n),
        .i_async({i_lcd_wr_async, i_lcd_rs_async, i_lcd_cs_n_async, i_lcd_rst_n_async}),
        .o_sync( {lcd_wr        , lcd_rs        , lcd_cs_n        , lcd_rst_n        })
    );
    synchronizer #(
        .WIDTH(16),
        .INIT(16'h0000)
    ) u_sync_lcd_data(
        .i_clk(i_clk),
        .i_rst_n(i_rst_n),
        .i_async(i_lcd_data_async),
        .o_sync( lcd_data)
    );
    lcd_rx u_lcd_rx(
        .i_clk(i_clk),
        .i_rst_n(i_rst_n),
        .i_lcd_wr(lcd_wr),
        .i_lcd_rs(lcd_rs),
        .i_lcd_cs_n(lcd_cs_n),
        .i_lcd_rst_n(lcd_rst_n),
        .i_lcd_data(lcd_data),
        .o_command(o_command),
        .o_command_latch(o_command_latch),
        .o_param(o_param),
        .o_param_latch(o_param_latch),
        .o_rgb565(o_rgb565),
        .o_rgb565_latch(o_rgb565_latch)
    );
endmodule
`default_nettype wire
`default_nettype none
module synchronizer #(
    parameter integer     WIDTH = 1,
    parameter integer     STEP  = 2,
    parameter [WIDTH-1:0] INIT = 0
)(
    input  wire             i_clk,
    input  wire             i_rst_n,
    input  wire [WIDTH-1:0] i_async,
    output wire [WIDTH-1:0] o_sync
);
    (* ASYNC_REG = "TRUE" *)
    reg [WIDTH-1:0] async_ff [STEP-1:0];
    integer i;
    always @(posedge i_clk) begin
        for (i = 0; i < STEP; i = i+1) begin
            if (!i_rst_n) begin
                async_ff[i] <= INIT;
            end
            else begin
                if (i == 0) begin
                    async_ff[i] <= i_async;
                end
                else begin
                    async_ff[i] <= async_ff[i-1];
                end
            end
        end
    end
    assign o_sync = async_ff[STEP-1];
endmodule
`default_nettype wire
[constraint.sdc]
current_design lcd_rx_if

set clk_period 3.4
set clk_io_pct 0.2

create_clock -name clk0 -period $clk_period [get_ports {i_clk}]

set non_clock_inputs [all_inputs -no_clocks]
set_input_delay [expr $clk_period * $clk_io_pct] -clock clk0 $non_clock_inputs
set_output_delay [expr $clk_period * $clk_io_pct] -clock clk0 [all_outputs]
[run.sh]
#!/bin/bash
# OpenROAD 26Q1-2900-gdf79404cd8, Yosys 0.63+post, stock flow scripts
make -C /OpenROAD-flow-scripts/flow DESIGN_CONFIG=/design/flow/config.mk WORK_HOME=/design/flow/orfs finish
[config.mk]
export PLATFORM = sky130hd
export DESIGN_NAME = lcd_rx_if
export DESIGN_NICKNAME = lcd_rx_if
export VERILOG_FILES = /design/flow/design.v
export SDC_FILE = /design/flow/constraint.sdc
export NUM_CORES = 4
export LEC_CHECK = 1
export CORE_UTILIZATION = 40
==> flow_summary.ini <==
; physical design summary
[outcome]
status = finished, final reports clean

[timing]
skew_ns = 0.00376
setup_viol_count_final = 0
report.final.slew_viol_count = 0
final_hold_viol_count = 0
max_freq_ghz = 0.492
setup_tns_ns = 0
period_used_share = 0.597
relSlewSlack = 0.547
tightest_slew_ns = 0.677
rsz0062_at_grt = no
period_minus_slack_ns = 2.03
hold_slack_ns = 0.412

[setup_path]
critPathMaxStageDelay_ns = 0.74
cp.required_ns = 3.67
timing.rr.start = u_lcd_rx.lcd_command[7]
startpoint = i_rst_n
cp_top_family = buffers and inverters
cp_num_buf_inv = 2
worstPathArrival_ns = 2.30
crit_fanout = 41
timing.rr.end = u_lcd_rx.lcd_rgb565[14]
cp-start-kind = input port
ff2ff_setup_slack_ns = 1.83
path_cells = clkdlybuf4s50_1, and2_1, buf_4, nand2_1, mux2i_1
critPathCaptureType = flop
worst-r2r-cell-count = 4
crit_slowest_cell = clkdlybuf4s50_1
worstSetupPathType = in2reg

[logic_synthesis]
syn_area_um2 = 2580
ys_cells = 237
synthCells = 237
synth_flops = 78
yosysWarnings = 5
synthFlopType = dfxtp_1
avgSynthCellArea_um2 = 10.9
synthArstFlopShare = 0
yosysUniqueCellTypes = 20
postSynthSeqShare = 0.605
edf_count = 0
ys_chip_area_um2 = 2580

[grt]
grtUsageMet2 = 0.203
grt-busiest-layer = met1
grt_pass1_vias = 1506
grt_max_degree = 42
grt_use_total = 0.143
met3_usage = 0.0346
antenna_found_initial = 0
overflow = 0
use_met1 = 0.230
grt_pass1_wl_um = 7110

[pwr]
p_per_area_nw_per_um2 = 518
p_leak_nw = 1.27
irDropWorstVdd_mv = 0.266

[floorplanning]
dieArea_um2 = 6780
std_cell_rows = 28
fp_util = 0.426
io_pins = 57
fp.dieW_um = 82.3
die_h_um = 82.3
core_um2 = 6060

[placement]
dpl_cell_area_um2 = 3200
io_buffers = 56
hpwl_um = 2870
place_congestion = 0.742
numPlacedInstances = 360

[final_layout]
logic_area_um2 = 966
drive_gt1_frac = 0.0864
seq_area_um2 = 1560
final_cells = 376
layout_top_cell = dfxtp_1
area_delta_synth_final_pct = 33.2
mostFrequentLayoutCells = 78 x dfxtp_1, 58 x nand2_1, 56 x clkdlybuf4s50_1
final_util = 0.567
fillers = 530
fin_area_um2 = 3440

[worst_hold_path]
hold_end = u_sync_lcd_ctrl.async_ff[1][1]
hold_depth = 1
min_from = u_sync_lcd_ctrl.async_ff[0][1]
hp-class = reg2reg

[clocking]
clk_latency_ns = 0.33
cts_tree = done
root_buffer = clkbuf_8
cts_buffers = 9
path_clk_slew_ns = 0.07
h-tree-depth = 3
cts_setup_buffers = 0
cts.sinks = 78
ctsHoldBuffers = 0
clock_path_buffers = 2
ctsResizeCount = 0

[flow_run]
tool_warnings = 25
drv_cap = 0

[routing]
num_vias = 1661
routedWlPerCell_um = 11.2
drc = 0
antenna_cells = 0
drt_iter0_drc = 74
routed_wl_um = 4230
dr.pass1.iters = 4
vias_per_cell = 4.42
ant_nets = 0
==> how the worst max path moves through the flow <==
stage                     endpoint  cells after the start
4_1_cts      u_lcd_rx.lcd_param[0]                      5
5_1_grt   u_lcd_rx.rgb565_latch_1d                      5
6_report    u_lcd_rx.lcd_rgb565[7]                      5
==> cell families after synthesis <==
group	synth area share
flops	0.605
compound gates	0.0238
buf+inv	0.0208
mux	0.0931
simple gates	0.257
==> worst reg2reg max path, cell delays in order, from the launching register on <==
cell and delay (ns):
dfxtp_1 0.37, or4b_4 0.57, nor3_2 0.12, buf_4 0.24, mux2i_1 0.21
==> layout make-up <==
| class | instances | area share |
|---|---|---|
| flip-flops and latches | 78 | 0.454 |
| well taps | 75 | 0.0273 |
| multi-input cells | 148 | 0.281 |
| repair buffers | 59 | 0.170 |
| clock inverters | 3 | 0.0189 |
| clock buffers | 13 | 0.0491 |
==> cells in the mapped netlist, types with 2 or more instances <==
cell	instances	share of area
clkbuf_1	6	0.0087
and2_1	33	0.080
nand2_1	58	0.084
and4bb_1	2	0.0097
nand4bb_4	2	0.021
nand2b_1	11	0.027
mux2i_1	24	0.093
a21oi_1	9	0.017
buf_2	4	0.0078
dfxtp_1	78	0.60
==> layer usage <==
metal / up-vias / routed length, um
li1: 880 / -
met1: 722 / 2160
met2: 49 / 1700
met3: 10 / 261
met4: 0 / 105
met5: - / 0
==> through the flow <==
step	power [W]	setup slack, ns
floorplan	0.000995	2.01
global placement	0.00103	1.07
detailed placement	0.00103	0.983
CTS	0.00180	1.37
global route	0.00185	1.21
finish	0.00178	1.37
==> power breakdown <==
group / switching, W / internal (W)
registers: 0.00000796 / 0.000936
clock network: 0.000303 / 0.000473
logic: 0.0000252 / 0.0000364
total: 0.000336 / 0.00145
==> state kept, by name (all words and copies together), names as in the netlist <==
name,count
u_lcd_rx.param_latch_1d,1
u_lcd_rx.lcd_wr_1d,1
u_lcd_rx.lcd_command,8
u_sync_lcd_ctrl.async_ff,8
u_lcd_rx.lcd_param,8
u_lcd_rx.rgb565_latch_1d,1
u_lcd_rx.command_latch_1d,1
u_lcd_rx.lcd_cs_n_1d,1
u_lcd_rx.lcd_rgb565,16
u_lcd_rx.lcd_rs_1d,1
u_sync_lcd_data.async_ff,32
Power figures rest on the tool's default switching activity, not on a simulated workload.
