===== flow/run.sh =====
#!/bin/bash
# OpenROAD 26Q1-2900-gdf79404cd8, Yosys 0.63+post, stock flow scripts
make -C /OpenROAD-flow-scripts/flow DESIGN_CONFIG=/design/flow/config.mk WORK_HOME=/design/flow/orfs finish

===== flow/config.mk =====
export PLATFORM = sky130hd
export DESIGN_NAME = framebuffer_reader
export DESIGN_NICKNAME = framebuffer_reader
export VERILOG_FILES = /design/flow/design.v
export SDC_FILE = /design/flow/constraint.sdc
export NUM_CORES = 4
export LEC_CHECK = 1
export CORE_AREA = 10 10 109 109
export DIE_AREA = 0 0 119 119

===== flow/constraint.sdc =====
current_design framebuffer_reader

set clk_period 3.3
set clk_io_pct 0.2

create_clock -name clk0 -period $clk_period [get_ports {i_clk}]

set non_clock_inputs [all_inputs -no_clocks]
set_input_delay [expr $clk_period * $clk_io_pct] -clock clk0 $non_clock_inputs
set_output_delay [expr $clk_period * $clk_io_pct] -clock clk0 [all_outputs]

===== flow/design.v =====
`timescale 1ns / 1ps
module framebuffer_reader (
    input  wire         i_clk,
    input  wire         i_rst_n,
    input  wire         i_hblank,
    input  wire         i_vblank,
    input  wire         i_hsync,
    input  wire         i_vsync,
    input  wire         i_vde,
    output wire         o_hsync,
    output wire         o_vsync,
    output wire         o_vde,
    output wire [17: 0] o_read_address,
    output wire         o_read_enable
);
    localparam FB_H = 11'd480;
    localparam FB_V = 10'd320;
    wire nedge_hblank;
    reg  hblank_1d;
    always @(posedge i_clk) begin
        if (!i_rst_n) begin
            hblank_1d <= 1'b0;
        end
        else begin
            hblank_1d <= i_hblank;
        end
    end
    assign nedge_hblank = ~i_hblank & hblank_1d;
    wire nedge_vblank;
    reg  vblank_1d;
    always @(posedge i_clk) begin
        if (!i_rst_n) begin
            vblank_1d <= 1'b0;
        end
        else begin
            vblank_1d <= i_vblank;
        end
    end
    assign nedge_vblank = ~i_vblank & vblank_1d;
    reg [10: 0] h_count;
    always @(posedge i_clk) begin
        if (!i_rst_n) begin
            h_count <= 11'd0;
        end
        else begin
            if (nedge_hblank) begin
               h_count <= 10'd0; 
            end
            else begin
                if (~i_hblank) begin
                    h_count <= h_count + 11'd1;
                end
                else begin
                    h_count <= h_count;  
                end
            end
        end
    end
    reg [9: 0] v_count;
    always @(posedge i_clk) begin
        if (!i_rst_n) begin
            v_count <= 10'd0;
        end
        else begin
            if (nedge_vblank) begin
               v_count <= 10'd0; 
            end
            else begin
                if (nedge_hblank) begin
                    v_count <= v_count + 11'd1;
                end
                else begin
                    v_count <= v_count;  
                end
            end
        end
    end
    wire   read_h_range;
    wire   read_v_range;
    wire   read_in_range;
    assign read_h_range  = (h_count < FB_H) ? 1'b1 : 1'b0;
    assign read_v_range  = (v_count < FB_V) ? 1'b1 : 1'b0;
    assign read_in_range = read_h_range & read_v_range & ~i_vblank;
    reg [17 :0] read_addr;
    always @(posedge i_clk) begin
        if (!i_rst_n) begin
            read_addr <= 18'd0;
        end
        else begin
            if (i_vblank) begin
                read_addr <= 18'd0;
            end
            else begin
                if (read_in_range) begin
                    read_addr <= read_addr + 18'd1;
                end
                else begin
                    read_addr <= read_addr;  
                end
            end
        end
    end
    assign o_read_address = read_addr;
    assign o_read_enable  = read_in_range;
    reg [1:0] hsync_deleayed;
    always @(posedge i_clk) begin
        if (!i_rst_n) begin
            hsync_deleayed <= 2'b11;
        end
        else begin
            hsync_deleayed <= {hsync_deleayed[0], i_hsync};
        end
    end
    reg [1:0] vsync_deleayed;
    always @(posedge i_clk) begin
        if (!i_rst_n) begin
            vsync_deleayed <= 2'b11;
        end
        else begin
            vsync_deleayed <= {vsync_deleayed[0], i_vsync};
        end
    end
    reg [1:0] vde_deleayed;
    always @(posedge i_clk) begin
        if (!i_rst_n) begin
            vde_deleayed <= 2'b00;
        end
        else begin
            vde_deleayed <= {vde_deleayed[0], i_vde};
        end
    end
    assign o_hsync = hsync_deleayed[1];
    assign o_vsync = vsync_deleayed[1];
    assign o_vde   = vde_deleayed[1];
endmodule

==> notes.md <==
Results of the flow run.

The number of global-route vias before repair was 1564. The vias after detailed routing stands at 1688. Across all stage logs, warnings added up to 25. Buffers placed on the I/O ports in this run total 28.

Of all nets on the critical path, the largest fanout is 5. STA classifies the critical path endpoint as an output pin. The power per standard cell area stands at 409.2 mW/mm². The cell that appears most often on the critical path is sky130_fd_sc_hd__clkdlybuf4s50_1.

The level count of the clock H-tree stands at 2. In this run the critical path is formed by clkdlybuf4s50_1, nor4_4, nand3_1, inv_1, clkdlybuf4s50_1. The number of remaining DRC errors stands at 0. The flow ran to the end, and the final reports show no timing, DRC or antenna violations. The buffer depth of the longest clock path stands at 2. The yosys stat chip area stands at 0.002044 mm². Per the synth stats, the flop cell with the highest instance count is sky130_fd_sc_hd__dfxtp_1. The number of flops mapped to enable cells by yosys stands at 0. The area of the mapped netlist stands at 0.002044 mm². The most common cell in the synthesized netlist is sky130_fd_sc_hd__dfxtp_1. The number of maximum-capacitance violations recorded for the run is 0. The setup clock skew after layout stands at 14.13 ps.

Max-slew check failures listed in the final report amount to 0. According to the report, the first pass of detailed routing completed in 4 iterations. For this run, the slowest stage of the critical path takes 530 ps. The height of the chip stands at 119 µm. The number of gates resized after CTS stands at 0. According to the CTS report, the clock sink count is 47. The HPWL after detailed placement is 3.058 mm. Averaged over all synthesized cells, the footprint is 8.967 µm². For this design, the slowest cell found on the critical path is sky130_fd_sc_hd__clkdlybuf4s50_1. In this run the clock root is driven by a sky130_fd_sc_hd__clkbuf_8. In the hold timing report, the worst path depth is 1.

The pin count of the biggest net entering global routing stands at 19. The die is 119 µm wide. For flop-to-flop paths, the worst setup slack is 1200 ps. The worst hold slack stands at 424.9 ps. The number of standard cells reported by yosys stands at 228. From synthesis to final layout, the design area changed by 26.99%.

Looking at the post-CTS report, the setup buffer insertion count equals 0. The actual slew at the worst max-slew pin stands at 449.0 ps. Sequential cells were found to cover 46.02% of the synthesized design area. After synthesis, the cell types taking the most area are sky130_fd_sc_hd__dfxtp_1 46%, sky130_fd_sc_hd__xor2_1 4.7%, sky130_fd_sc_hd__nor2_1 4.6%, sky130_fd_sc_hd__xnor2_1 3.9%, sky130_fd_sc_hd__a21oi_1 3.7%. The congestion estimate from routability-driven global placement came to 0.7701. The leakage dissipation stands at 0.8154 nW. The tightest min-delay check is of the flop to flop type. The count of unique library cells instantiated by Yosys stands at 34. After global routing the overflow that remains totals 0.

The final setup violation count stands at 0. Looking at hold timing, the worst path starts from vsync_deleayed[0]. In this run the critical register-to-register path is launched from read_addr[6]. Hold analysis lists the worst path endpoint as vsync_deleayed[1].

The number of hold-slack violations in the final timing report stands at 0. After floorplanning, the die was sized to cover 0.01416 mm². TritonCTS created 5 clock buffers. The initial DRC count stands at 82. The first-pass GRT wire length stands at 7.396 mm.

The number of cells after detailed placement stands at 384. Per the synth log, the flip-flop and latch total comes to 47. Setup repair after global routing left no endpoint under its margin. The critical path in this run is classified as input port to output pin. The count of buffering cells on the critical path with inverters included stands at 3. sky130_fd_sc_hd__dfxtp_1 takes more of the synthesized area than any other cell. The worst setup path is launched from an input port. The synthesis run shows the most used standard cells to be 47 x sky130_fd_sc_hd__dfxtp_1, 25 x sky130_fd_sc_hd__nor2_1, 15 x sky130_fd_sc_hd__a21oi_1. The kind of cell with the highest combined delay along the critical path is buffers and inverters. The cell row count stands at 36. The worst pin sits at a relative slew slack of 69.97%.

The area share of the largest cell type after synthesis stands at 46.02%. Once layout is complete, the cells apart from fillers number 392. The clock reaches the later pin of the worst-skew pair after 300 ps. Looking at the VDD voltage map, the peak drop is 169.9 µV. After synthesis, the share of flip-flops with an asynchronous set or reset is 0%.

In this run the remaining antenna-violating nets after routing total 0. The utilization after layout stands at 26.93%. For the worst reg-to-reg path, the endpoint reported by OpenROAD is read_addr[17]. The floorplan report gives the top-level pin count as 29.

The minimum clock period stands at 2818 ps. Data on the critical path is required at its endpoint by 2640 ps. TritonCTS built the clock tree. The floorplan step records an initial core utilization of 21.21%.

The data arrival time at the worst-slack endpoint stands at 2160 ps. In the routed netlist, the antenna diode instances number 0. The average vias per placed instance stands at 4.306. The placeable core region stands at 0.009639 mm². Timing would allow up to 354.8 MHz. The post-route fraction of the period consumed by the critical path stands at 85.41%. The number of hold buffers added after CTS was 0. In the synthesized netlist, the number of instances is 228.

The CTS clock-pin slew for the worst setup and hold paths stands at 100 ps. The combined global-route utilization of all metal layers stands at 6.051%. The aggregate routed wire length stands at 4.398 mm. Counting the warning lines in the Yosys log gives 1.

The number of cells traversed by the worst register-to-register path stands at 4. The final routed wire length divided by cell count stands at 11.22 µm. Setup total negative slack on the finished layout was measured at 0 ps. The number of antenna violations at the first check in global routing came to 0.

The fraction of layout instances using a drive strength above 1 stands at 5.405%.
state kept, by name, summed over array words and instances (netlist names):
register / cells
h_count: 11
hblank_1d: 1
hsync_deleayed: 2
read_addr: 18
v_count: 10
vblank_1d: 1
vde_deleayed: 2
vsync_deleayed: 2
cell usage in the layout, fill, tap and decap left out, types with 2 or more instances in the layout:
master	count
sky130_fd_sc_hd__dfxtp_1	47
sky130_fd_sc_hd__clkdlybuf4s50_1	28
sky130_fd_sc_hd__nor2_1	25
sky130_fd_sc_hd__a21oi_1	15
sky130_fd_sc_hd__nand3_1	13
sky130_fd_sc_hd__nand2_1	13
sky130_fd_sc_hd__o21ai_0	11
sky130_fd_sc_hd__xor2_1	11
sky130_fd_sc_hd__nand4_1	9
sky130_fd_sc_hd__xnor2_1	9
sky130_fd_sc_hd__or4_1	8
sky130_fd_sc_hd__or3_1	7
sky130_fd_sc_hd__nand2b_1	6
sky130_fd_sc_hd__and2_1	6
sky130_fd_sc_hd__o31ai_1	5
sky130_fd_sc_hd__clkbuf_8	5
sky130_fd_sc_hd__inv_1	4
sky130_fd_sc_hd__nor2b_1	4
sky130_fd_sc_hd__nor3_1	4
sky130_fd_sc_hd__nand4b_1	4
sky130_fd_sc_hd__ha_1	3
sky130_fd_sc_hd__buf_4	3
sky130_fd_sc_hd__mux2i_1	2
sky130_fd_sc_hd__and4b_1	2
sky130_fd_sc_hd__and4_1	2
sky130_fd_sc_hd__nor4_1	2
metrics by stage:
stage | area, µm² | total power, mW | setup WS [ps]
after global routing | 2596 | 1.114 | 332.5
after global placement | 2481 | 0.6423 | 469.4
after detailed placement | 2481 | 0.6433 | 462.9
after floorplan | 2044 | 0.6204 | 1321
final | 2596 | 1.062 | 481.5
after CTS | 2596 | 1.078 | 462.3
worst max-delay path by stage:
stage / from / slack [ps] / to / depth (start not counted)
CTS: i_vblank / 460 / o_read_enable / 5
finish: i_vblank / 480 / o_read_enable / 5
global route: i_vblank / 330 / o_read_enable / 5
cell type report:
cell class                 count  area, µm²
clock inverter                 3      46.29
sequential                    47      940.9
timing repair buffer          31      302.8
fill                        1026       7043
multi-input combinational    169       1056
tap                          133      166.4
inverter                       4      15.01
clock buffer                   5      68.82
report_power, final:
part	switching (mW)	internal, mW
registers	0.00470	0.575
clock network	0.205	0.228
logic	0.0251	0.0242
metal layers:
layer,wire [µm],GRT usage [%],vias up,part of all wire (%)
met5,0,0,-,0
met4,60,0.8397,0,1.4
met3,293,2.302,5,6.7
met2,1916,9.544,34,44
met1,2127,7.932,771,48
li1,-,-,878,-
logic make-up (layout without fill, tap and decap cells):
group                      Yosys count  in the layout  synth area share, %
AOI/OAI and AO/OA                   33             33                8.997
xor gates and xnor gates            20             20                8.568
adders and majority gates            3              3                1.836
buffers and inverters               12             43                2.325
DFF                                 47             47                46.02
muxes                                3              3                1.530
and+or+nand+nor                    110            110                30.72
Power figures rest on the tool's default switching activity, not on a simulated workload.
